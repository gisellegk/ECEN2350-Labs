## design/flow/constraint.sdc

```tcl
current_design Lab2

set clk_period 11.4
set clk_io_pct 0.2

create_clock -name clk0 -period $clk_period [get_ports {ADC_CLK_10}]
create_clock -name clk1 -period $clk_period [get_ports {KEY}]

set non_clock_inputs [all_inputs -no_clocks]
set_input_delay [expr $clk_period * $clk_io_pct] -clock clk0 $non_clock_inputs
set_output_delay [expr $clk_period * $clk_io_pct] -clock clk0 [all_outputs]
```

## design/flow/config.mk

```make
export PLATFORM = sky130hd
export DESIGN_NAME = Lab2
export DESIGN_NICKNAME = Lab2
export VERILOG_FILES = /design/flow/design.v
export SDC_FILE = /design/flow/constraint.sdc
export NUM_CORES = 4
export LEC_CHECK = 1
export CORE_UTILIZATION = 30
```

## design/flow/run.sh

```bash
#!/bin/bash
# OpenROAD 26Q1-2900-gdf79404cd8, Yosys 0.63+post, stock flow scripts
make -C /OpenROAD-flow-scripts/flow DESIGN_CONFIG=/design/flow/config.mk WORK_HOME=/design/flow/orfs finish
```

## design/flow/design.v

```verilog
module Lab2(
	input 		          		ADC_CLK_10,
	input 		          		MAX10_CLK1_50,
	input 		          		MAX10_CLK2_50,
	output		     [7:0]		HEX0,
	output		     [7:0]		HEX1,
	output		     [7:0]		HEX2,
	output		     [7:0]		HEX3,
	output		     [7:0]		HEX4,
	output		     [7:0]		HEX5,
	input 		     [1:0]		KEY,
	output		     [9:0]		LEDR,
	input 		     [9:0]		SW
);
reg reg_reset;
wire reset_n;
reg reg_clk_switch;
wire clk_switch;
wire [3:0] num_0;
wire [3:0] num_1;
wire clock_1Hz;
wire clock_5Hz;
wire clock;
reg reg_clock;
wire [6:0] binary_value;
wire [3:0] day_1s;  
wire [1:0] day_10s;  
wire [1:0] month;  
assign binary_value = (num_1 *10) + ({3'b0,num_0});
mod10_counter counter_0(clock, reset_n, 4'b1, num_0, num_1);
div10M_1 div1(ADC_CLK_10, reset_n, clock_1Hz);
div10M_5 div5(ADC_CLK_10, reset_n, clock_5Hz);
always @(negedge KEY[1])
begin
	if (KEY[1])
		reg_clk_switch <= ~reg_clk_switch;
end
always @(*)
begin
if (reg_clk_switch)
begin
	reg_clock = clock_5Hz;
end
if (~reg_clk_switch)
begin
   reg_clock = clock_1Hz;
end
end
assign clock = reg_clock;
always @ (negedge KEY[0])	begin
		reg_reset <= ~reg_reset;
    end
assign reset_n = reg_reset;
assign LEDR[0] = reg_reset;
dateconverter dc(binary_value, SW[9], month, day_1s, day_10s);
sevensegment inst_0(num_0[3:0], 0, 0, ~reset_n, HEX4);
sevensegment inst_1(num_1[3:0], 0, 0, ~reset_n | (num_1==0), HEX5);
sevensegment month_0(month+1, 0, 0, ~reset_n, HEX2);
sevensegment month_1(0, 0, 0, 1, HEX3);  
sevensegment day_0_disp(day_1s, 0, 0, ~reset_n, HEX0);
sevensegment day_1_disp(day_10s, 0, 0, ~reset_n | (day_10s==0),HEX1);
assign LEDR[1] = clock;
endmodule
module dateconverter(input [6:0]date, input leapYear, output [1:0]month, output [3:0]dayOnes, output [1:0]dayTens);
reg [6:0]date_reg;
reg [1:0]month_reg;
assign month = month_reg;
reg [3:0]dayOnes_reg;
assign dayOnes = dayOnes_reg;
reg [1:0]dayTens_reg;
assign dayTens = dayTens_reg;
wire leapDay = (date == 60) & leapYear;
always@(date)
begin
    date_reg = date;
	if(leapYear) begin
		if(date>60)
			date_reg = date_reg-1;
	end
    if(leapDay) begin
		month_reg = 1;
		date_reg = 29;
	end
	else if (date_reg <=31)
		month_reg = 0;
	else if (31 < date_reg && date_reg <= 59) begin
		month_reg = 1;
		date_reg = date_reg-31;
	end
	else if (59 < date_reg && date_reg <=90) begin
		month_reg = 2;
		date_reg = date_reg - 59;
	end 
    else if (90 < date_reg) begin
        month_reg = 3;
        date_reg = date_reg - 90;
    end
	dayOnes_reg = date_reg%10;
	dayTens_reg = date_reg/10;
end
endmodule
module div10M_1(input clock,input reset_n, output reg div_clock);
reg [23:0] counter;
initial begin
     counter <= 24'b0;
     div_clock <= 1'b0;
end
always @(posedge clock)   
begin
     if (~reset_n) begin  
          div_clock <= 1'b0;
          counter <= 24'b0;
     end
     else if(counter !== 4999999) begin
          counter <= counter + 1;  
     end
     else begin
          counter <= 0;  
          div_clock <= ~div_clock;  
     end
end
endmodule
module div10M_5(input clock,input reset_n, output reg div_clock);
reg [23:0] counter;
initial begin
     counter <= 24'b0;
     div_clock <= 1'b0;
end
always @(posedge clock)   
begin
     if (~reset_n) begin  
          div_clock <= 1'b0;
          counter <= 24'b0;
     end
     else if(counter !== 999999) begin
          counter <= counter + 1;  
     end
     else begin
          counter <= 0;  
          div_clock <= ~div_clock;  
     end
end
endmodule
module mod10_counter(
    input               clock,
    input               reset_n,
    input        [3:0]  load,
	output		 [3:0]  count,
    output       [3:0]  count_tens
);
reg [3:0] count_reg;
reg [3:0] count_tens_reg;
assign count = count_reg;
assign count_tens = count_tens_reg;
always @ (posedge clock or negedge reset_n) begin
    if(reset_n == 0) begin  
        count_reg <= load;
        count_tens_reg <= 0;
    end
    else if (count_reg == 9 & count_tens_reg == 9) begin 
        count_reg <= load;
        count_tens_reg <= 0;
    end
    else if (count_reg == 9) begin
        count_reg <= 0;
        count_tens_reg <= count_tens_reg + 1;
    end
    else  
        count_reg <= count_reg + 1;  
end
endmodule
module sevensegment(
    input       [3:0]   NUM,
    input               NEGATIVE,
    input               DECIMAL,
    input               DISABLE,
	output		     [7:0]		SEVENSEG_OUT
);
reg [7:0] OUTPUT;
always @ (NUM[3:0], NEGATIVE, DECIMAL, DISABLE)
    begin
        if(DISABLE)
            OUTPUT[7:0] = 8'b11111111;
        else 
        begin
            OUTPUT[7] = ~DECIMAL;
            if(NEGATIVE)
                OUTPUT[6:0] = 7'b0111111;
            else
                case(NUM[3:0])
                    8'h0:
                        OUTPUT[6:0] = 7'b1000000;
                    8'h1: 
                        OUTPUT[6:0] = 7'b1111001;
                    8'h2:
                        OUTPUT[6:0] = 7'b0100100;
                    8'h3:
                        OUTPUT[6:0] = 7'b0110000;
                    8'h4:
                        OUTPUT[6:0] = 7'b0011001;
                    8'h5:
                        OUTPUT[6:0] = 7'b0010010;
                    8'h6:
                        OUTPUT[6:0] = 7'b0000010;
                    8'h7:
                        OUTPUT[6:0] = 7'b1111000;
                    8'h8:
                        OUTPUT[6:0] = 7'b0000000;
                    8'h9:
                        OUTPUT[6:0] = 7'b0011000;
                    8'ha:
                        OUTPUT[6:0] = 7'b0001000;
                    8'hb:
                        OUTPUT[6:0] = 7'b0000011;
                    8'hc:
                        OUTPUT[6:0] = 7'b1000110;
                    8'hd:
                        OUTPUT[6:0] = 7'b0100001;
                    8'he:
                        OUTPUT[6:0] = 7'b0000110;
                    8'hf:
                        OUTPUT[6:0] = 7'b0001110;
                    default: OUTPUT[6:0] = 7'b0100111;  
                endcase
        end
    end
    assign SEVENSEG_OUT = OUTPUT;
endmodule
```

==> flow_metrics.tcl <==
# flow metrics
set metrics [dict create \
    worst-path-buf-inv 5 \
    synthSimpleGateAreaFrac_pct 26.7 \
    warnings 61 \
    gp_congestion 0.881 \
    mux_share_pct 2.90 \
    cp-end-kind "output pin" \
    wl_per_cell_um 13.1 \
    grt_pass1_wl_um 17100 \
    first_pass_iters 6 \
    critPathMaxFanout 14 \
    cp_top_family "simple AND/OR/NAND/NOR gates" \
    fin_setup_tns_ps 0 \
    lay_top_cells "nand2_1 (55), nor2_1 (51), clkdlybuf4s50_1 (37)" \
    power_mw 0.172 \
    drive_gt1_share_pct 8.95 \
    portBuffers 37 \
    num_io_pins 73 \
    fp_util_pct 31.2 \
    cts_made_buffers 3 \
    synth-cells-yosys 566 \
    syn_inst 566 \
    synthArstFlopShare_pct 22.2 \
    clockPowerShare_pct 45.2 \
    antenna_found_initial 0 \
    lay_top_count "nand2_1" \
    untimed_endpoints 10 \
    area_leaders "dfxtp_1 (12%), ha_1 (10%), buf_4 (4.8%)" \
    drv_slew 0 \
    setup_viol 0 \
    hold_violations 0 \
    area_growth_pct 12.5 \
    grt_pass1_vias 3608 \
    cts.reportedPaths.clkPinSlew_ps 60 \
    antenna_cells 0 \
    ys_ff 36 \
    largest_area_cell "dfxtp_1" \
    track_usage_pct 13.9 \
    crit_required_ps 9120 \
    startpoint_type "input port" \
    ys_sh_aoi_pct 25.5 \
    intPower_mw 0.141 \
    ys_area_um2 4400 \
    grt_max_degree 32 \
    unclocked_regs 10 \
    die_w_um 123 \
    num-fill-cells 1426 \
    die_h_um 123 \
    ctsHoldBuffers 0 \
    place_hpwl_um 7870 \
    drc 0 \
    postCtsSetupBuffers 0 \
    slowest_delay_ps 660 \
    synth_xor_xnor_area_share_pct 7.22 \
    drt_iter0_markers 271 \
    slew_headroom_pct 48.6 \
    edf_count 0 \
    p_leak_nw 2.02 \
    fa_ha_area_share_pct 11.4 \
    powerDensity_nw_per_um2 34.7 \
    cp_slowest_cell "clkdlybuf4s50_1" \
    postRouteAntennaNets 0 \
    htreeDepth 1 \
    outcome "finished, final reports clean" \
    finalWirelength_um 10100 \
    root_buffer "clkbuf_16" \
    cts.path.max_buffers 2 \
    yosysWarningCount 31 \
    synthFlopType "dfxtp_1" \
    sw_frac_of_total_pct 18.3 \
    rows 43 \
    worst_slew_pin_slew_ps 771 \
    rsz0062_at_grt "no" \
    hold_class "flip-flop to flip-flop" \
    tritoncts "built" \
    synth_cell_types 92 \
    netlist_area_um2 4400 \
    vias 4011 \
    hold_slack_ps 459 \
    logic_family "simple AND/OR/NAND/NOR gates" \
    avgSynthCellArea_um2 7.77 \
    maxCapViolCount 0 \
    combPwrFrac_pct 1.8 \
    vias_per_cell 5.20 \
    power.switching_mw 0.0314 \
    grt_remaining_overflow 0 \
    worstPathArrival_ps 8600 \
    core_um2 14100 \
    largest_reg_flops 24 \
    peakVddDrop_uv 73.3 \
    critical_path_class "input port to output pin" \
    synth_top_area_share_pct 11.8 \
    finish.utilization_pct 35.1 \
    fin_skew_ps 3.11 \
    die_area_um2 15200 \
    seqPwrFrac_pct 53.0 \
]
path summary, 6_finish.rpt:
| check | from | endpoint | slack [ps] | depth (start not counted) |
|---|---|---|---|---|
| worst max-delay path | SW[9] | HEX0[6] | 520 | 28 |
| worst min-delay path | div1.counter[0] | div1.counter[0] | 460 | 1 |
| worst max register to register | reg_reset | div1.counter[10] | 4780 | 4 |
| worst min register to register | div1.counter[0] | div1.counter[0] | 460 | 1 |
| max in group clk1 | reg_reset | reg_reset | 10560 | 1 |
| min in group clk1 | reg_reset | reg_reset | 570 | 1 |
metal layers:
layer	share of wire (%)	vias to the layer above	global-route usage, %
met3	4.6	11	1.32
met5	0	-	0
met4	0.81	0	1.66
li1	-	2075	-
met1	49	1833	21.3
met2	46	92	21.8
final cells by class:
| cell class | count | area (um2) | share of cell area, % |
|---|---|---|---|
| Clock buffer | 4 | 78.8 | 1.59 |
| Tap cell | 180 | 225 | 4.55 |
| Clock inverter | 1 | 3.75 | 0.0759 |
| Sequential cell | 36 | 752 | 15.2 |
| Timing Repair Buffer | 50 | 468 | 9.46 |
| Inverter | 21 | 78.8 | 1.59 |
| Multi-Input combinational cell | 480 | 3340 | 67.5 |
per-stage QoR:
| stage | area [um2] | std cells | setup slack [ps] |
|---|---|---|---|
| 6_report | 4950 | 772 | 521 |
| 5_1_grt | 4950 | 772 | 57.1 |
| 4_1_cts | 4940 | 772 | 418 |
| 3_5_place_dp | 4860 | 768 | 463 |
| 3_3_place_gp | 4860 | 768 | 537 |
| 2_1_floorplan | 4480 | 588 | 1920 |
power by group through the flow:
| stage | Combinational (mW) | Clock, mW | Sequential (mW) |
|---|---|---|---|
| 6_report | 0.00311 | 0.0777 | 0.0911 |
| 4_1_cts | 0.00307 | 0.0794 | 0.0911 |
| 5_1_grt | 0.00373 | 0.0822 | 0.0910 |
synthesized netlist by cell type (14+ instances only):
cell	instances
o211ai_1	15
buf_4	28
clkbuf_1	16
nor2_1	51
o21ai_0	30
nor3_1	15
xnor2_1	14
nand2_1	55
a21oi_1	20
inv_1	21
nand3_1	20
dfxtp_1	26
ha_1	36
xor2_1	16
logic make-up (layout without fill, tap and decap cells):
logic type | after synthesis | count (layout)
AND-OR/OR-AND | 147 | 147
XOR/XNOR | 33 | 33
adder cells (fa/ha/maj) | 39 | 39
buffers and inverters | 72 | 76
flip-flops | 34 | 34
latches | 2 | 2
multiplexers | 12 | 12
other | 2 | 24
AND/OR/NAND/NOR | 225 | 225
what timing repair did:
item                                    4_1_cts  5_1_grt
endpoints found under the hold margin         0        0
resized                                       0        2
endpoints found under the setup margin        0        5
No activity file was given, so power comes from the tool's default toggle rates.
