`design/flow/config.mk`:
```
export PLATFORM = sky130hd
export DESIGN_NAME = Lab1IntegratedDesign
export DESIGN_NICKNAME = Lab1IntegratedDesign
export VERILOG_FILES = /design/flow/design.v
export SDC_FILE = /design/flow/constraint.sdc
export NUM_CORES = 4
export LEC_CHECK = 1
export CORE_AREA = 10 10 106 106
export DIE_AREA = 0 0 116 116
```
`design/flow/constraint.sdc`:
```
current_design Lab1IntegratedDesign

set clk_period 6.4
set clk_io_pct 0.2

create_clock -name clk0 -period $clk_period

set non_clock_inputs [all_inputs -no_clocks]
set_input_delay [expr $clk_period * $clk_io_pct] -clock clk0 $non_clock_inputs
set_output_delay [expr $clk_period * $clk_io_pct] -clock clk0 [all_outputs]
```
`design/flow/design.v`:
```
module Lab1DesignBlock3(
	input 		          		ADC_CLK_10,
	input 		          		MAX10_CLK1_50,
	input 		          		MAX10_CLK2_50,
	output		     [7:0]		HEX0,
	output		     [7:0]		HEX1,
	output		     [7:0]		HEX2,
	output		     [7:0]		HEX3,
	output		     [7:0]		HEX4,
	output		     [7:0]		HEX5,
	input 		     [1:0]		KEY,
	output		     [9:0]		LEDR,
	input 		     [9:0]		SW
);
reg [3:0] INPUT_1;
reg [3:0] INPUT_0;
wire [3:0] ABS_1;
wire [3:0] ABS_0;
reg [9:0] LED_OUTPUT;
reg GREATER_THAN;
reg LESS_THAN;
reg EQUAL_TO;
wire [3:0] ONE;
wire [3:0] ZERO;
wire SIGN_1;
wire SIGN_0;
reg S_1;
reg S_0;
assign LEDR[2] = EQUAL_TO; 
assign LEDR[1] = GREATER_THAN;
assign LEDR[0] = LESS_THAN;
assign ONE = INPUT_1;
assign ZERO = INPUT_0;
assign SIGN_0 = S_0;
assign SIGN_1 = S_1;
twoscompval abs1(SW[7:4], ABS_1);
twoscompval abs0(SW[3:0], ABS_0);
sevensegment inst_1SIGN(4'b0, 1'b1, 1'b0, ~SIGN_1, HEX5);
sevensegment inst_1(ONE, 1'b0, 1'b0, 1'b0, HEX4);
sevensegment inst_0SIGN(4'b0, 1'b1, 1'b0, ~SIGN_0, HEX1);
sevensegment inst_0(ZERO, 1'b0, 1'b0, 1'b0, HEX0);
sevensegment off_1(4'b0, 1'b1, 1'b0, 1'b1, HEX2);
sevensegment off_0(4'b0, 1'b0, 1'b0, 1'b1, HEX3);
always @ (SW[9:8]) begin
	if( SW[9:8] == 2'b10) begin
		INPUT_0 = SW[3:0];
		INPUT_1 = SW[7:4];
		S_0 = 1'b0;
		S_1 = 1'b0;
		if(SW[7:4]<SW[3:0]) begin
			LESS_THAN = 1;
			GREATER_THAN = 0;
			EQUAL_TO = 0; end
		else if (SW[7:4]<SW[3:0]) begin
			GREATER_THAN = 1;
			EQUAL_TO = 0;
			LESS_THAN = 0; end
		else if (SW[7:4]==SW[3:0])begin
			EQUAL_TO = 1;
			GREATER_THAN = 0;
			LESS_THAN = 0; end
	end else if ( SW[9:8] == 2'b11) begin
		INPUT_0[3:0] = ABS_0[3:0];
		INPUT_1[3:0] = ABS_1[3:0];
		S_0 = SW[3];
		S_1 = SW[7];
		if (SW[7:4]==SW[3:0])begin
			EQUAL_TO = 1;
			GREATER_THAN = 0;
			LESS_THAN = 0; end
		else if(SW[7]==1 && SW[3] == 0)begin  
			GREATER_THAN = 0;
			EQUAL_TO = 0;
			LESS_THAN = 1; end 
		else if(SW[7]==0 && SW[3] == 1)begin  
			GREATER_THAN = 1;
			EQUAL_TO = 0;
			LESS_THAN = 0; end 
		else if( SW[7]== 1 && SW[3] == 1)begin  
			if(SW[6:4]<SW[2:0]) begin  
				LESS_THAN = 1;
				GREATER_THAN = 0;
				EQUAL_TO = 0; end
			else if (SW[7:4]<SW[3:0]) begin  
				GREATER_THAN = 1;
				EQUAL_TO = 0;
				LESS_THAN = 0; end
		end else if( SW[7]== 0 && SW[3] == 0)begin  
			if(SW[6:4]<SW[2:0]) begin  
				LESS_THAN = 1;
				GREATER_THAN = 0;
				EQUAL_TO = 0; end
			else if (SW[7:4]<SW[3:0]) begin  
				GREATER_THAN = 1;
				EQUAL_TO = 0;
				LESS_THAN = 0; end
		end  
	end 
end
endmodule
module Lab1IntegratedDesign(
	input 		          		ADC_CLK_10,
	input 		          		MAX10_CLK1_50,
	input 		          		MAX10_CLK2_50,
	output		     [7:0]		HEX0,
	output		     [7:0]		HEX1,
	output		     [7:0]		HEX2,
	output		     [7:0]		HEX3,
	output		     [7:0]		HEX4,
	output		     [7:0]		HEX5,
	input 		     [1:0]		KEY,
	output		     [9:0]		LEDR,
	input 		     [9:0]		SW
);
	reg [7:0] HEX0_OUT;
	reg [7:0] HEX1_OUT;
	reg [7:0] HEX2_OUT;
	reg [7:0] HEX3_OUT;
	reg [7:0] HEX4_OUT;
	reg [7:0] HEX5_OUT;
	reg [9:0] LED_OUT;
	wire [7:0] HEX0_1;
	wire [7:0] HEX1_1;
	wire [7:0] HEX2_1;
	wire [7:0] HEX3_1;
	wire [7:0] HEX4_1;
	wire [7:0] HEX5_1;
	wire [9:0] LED_1;
	wire [7:0] HEX0_2;
	wire [7:0] HEX1_2;
	wire [7:0] HEX2_2;
	wire [7:0] HEX3_2;
	wire [7:0] HEX4_2;
	wire [7:0] HEX5_2;
	wire [9:0] LED_2;
	wire [7:0] HEX0_3;
	wire [7:0] HEX1_3;
	wire [7:0] HEX2_3;
	wire [7:0] HEX3_3;
	wire [7:0] HEX4_3;
	wire [7:0] HEX5_3;
	wire [9:0] LED_3;
lab1_block1 block_1
(
	.HEX0(HEX0_1),
    .HEX1(HEX1_1),
    .HEX2(HEX2_1),
    .HEX3(HEX3_1),
    .HEX4(HEX4_1),
    .HEX5(HEX5_1),
	.LEDR(LED_1),
    .SW(SW),
	.KEY(KEY)
);
lab1_block2 block_2
(
    .HEX0(HEX0_2),
    .HEX1(HEX1_2),
    .HEX2(HEX2_2),
    .HEX3(HEX3_2),
    .HEX4(HEX4_2),
    .HEX5(HEX5_2),
	.LEDR(LED_2),
    .SW(SW),
	.KEY(KEY)
);
Lab1DesignBlock3 block_3
(
	.HEX0(HEX0_3),
    .HEX1(HEX1_3),
    .HEX2(HEX2_3),
    .HEX3(HEX3_3),
    .HEX4(HEX4_3),
    .HEX5(HEX5_3),
	.LEDR(LED_3),
    .SW(SW),
	.KEY(KEY)
);
assign LEDR[9:0] = LED_OUT[9:0];
assign HEX0 = HEX0_OUT;
assign HEX1 = HEX1_OUT;
assign HEX2 = HEX2_OUT;
assign HEX3 = HEX3_OUT;
assign HEX4 = HEX4_OUT;
assign HEX5 = HEX5_OUT;
always @ (SW[9:8]) begin
	if( SW[9:8] == 2'b00) begin
		HEX0_OUT = HEX0_1;
		HEX1_OUT = HEX1_1;
		HEX2_OUT = HEX2_1;
		HEX3_OUT = HEX3_1;
		HEX4_OUT = HEX4_1;
		HEX5_OUT = HEX5_1;
		LED_OUT = LED_1;
	end else if( SW[9:8] == 2'b01) begin
		HEX0_OUT = HEX0_2;
		HEX1_OUT = HEX1_2;
		HEX2_OUT = HEX2_2;
		HEX3_OUT = HEX3_2;
		HEX4_OUT = HEX4_2;
		HEX5_OUT = HEX5_2;
		LED_OUT = LED_2;
	end else begin
		HEX0_OUT = HEX0_3;
		HEX1_OUT = HEX1_3;
		HEX2_OUT = HEX2_3;
		HEX3_OUT = HEX3_3;
		HEX4_OUT = HEX4_3;
		HEX5_OUT = HEX5_3;
		LED_OUT = LED_3;
	end
end
endmodule
module lab1_block1(
	input 		          		ADC_CLK_10,
	input 		          		MAX10_CLK1_50,
	input 		          		MAX10_CLK2_50,
	output		     [7:0]		HEX0,
	output		     [7:0]		HEX1,
	output		     [7:0]		HEX2,
	output		     [7:0]		HEX3,
	output		     [7:0]		HEX4,
	output		     [7:0]		HEX5,
	input 		     [1:0]		KEY,
	output		     [9:0]		LEDR,
	input 		     [9:0]		SW
);
reg [9:0] LED_OUTPUT;
reg [3:0] Day0;
reg [3:0] Day1;
reg [3:0] Month0;
reg [3:0] Month1;
reg [3:0] Year0;
reg [3:0] Year1;
always @ (KEY[0])
	begin
		if(KEY[0] == 0)
			LED_OUTPUT[9:0] = SW[9:0];
		else
			LED_OUTPUT[9:0] = ~SW[9:0];
	end	
always @ (KEY[1])
	begin
		if(KEY[1] == 0)
			begin
				Day0 = 1;
				Day1 = 0;
				Month0 =9;
				Month1 =0;
				Year0 =8;
				Year1 = 9;
			end
		else
			begin
				Day0 = 8;
				Day1 = 0;
				Month0 = 6;
				Month1 =0;
				Year0 =5;
				Year1 = 9;
			end
	end	
assign LEDR[9:0] = LED_OUTPUT[9:0];
sevensegment inst_0(Year0, 0, 0, 0, HEX0);
sevensegment inst_1(Year1, 0, 0, 0, HEX1);
sevensegment inst_2(Day0, 0, 1, 0, HEX2);
sevensegment inst_3(Day1, 0, 0, 0, HEX3);
sevensegment inst_4(Month0, 0, 1, 0, HEX4);
sevensegment inst_5(Month1, 0, 0, 0, HEX5);
endmodule
module adder(
    input A,
    input B,
    input CIN,
    output SUM, 
    output COUT
);
assign SUM = (A ^ B) ^ (CIN);
assign COUT = ((A ^ B) & CIN) | (A & B);
endmodule
module flipsign(
    input [3:0] TWOSCOMP,
    output [3:0] SBINARY
);
assign SBINARY = ~TWOSCOMP + 1'b1;
endmodule
module lab1_block2(
	input 		          		ADC_CLK_10,
	input 		          		MAX10_CLK1_50,
	input 		          		MAX10_CLK2_50,
	output		     [7:0]		HEX0,
	output		     [7:0]		HEX1,
	output		     [7:0]		HEX2,
	output		     [7:0]		HEX3,
	output		     [7:0]		HEX4,
	output		     [7:0]		HEX5,
	input 		     [1:0]		KEY,
	output		     [9:0]		LEDR,
	input 		     [9:0]		SW
);
wire [3:0] A;
wire [3:0] B;
wire [3:0] B_FLIPPED;
wire [3:0] SUM_OUT;
wire [3:0] SUM;
wire SUMSIGN;  
wire [3:0] CARRY;
wire [3:0]OVERFLOW;
reg [3:0] B_REG;
wire [3:0] B_FINAL;
assign LEDR[9:0] = 10'b0;  
adder b0(SW[4], B_FINAL[0], 1'b0, SUM[0], CARRY[0]);
adder b1(SW[5], B_FINAL[1], CARRY[0], SUM[1], CARRY[1]);
adder b2(SW[6], B_FINAL[2], CARRY[1], SUM[2], CARRY[2]);
adder b3(SW[7], B_FINAL[3], CARRY[2], SUM[3], CARRY[3]);
assign SUMSIGN = SUM[3];  
assign OVERFLOW[0] = (B_FINAL[3] ~^ SW[7]) & (SUM[3] ^ SW[7]);
assign OVERFLOW[1] = (B_FINAL[3] ~^ SW[7]) & (SUM[3] ^ SW[7]);
assign OVERFLOW[2] = (B_FINAL[3] ~^ SW[7]) & (SUM[3] ^ SW[7]);
assign OVERFLOW[3] = (B_FINAL[3] ~^ SW[7]) & (SUM[3] ^ SW[7]);
twoscompval absA(SW[7:4], A);
twoscompval absB(SW[3:0], B);
twoscompval dispSUM(SUM[3:0], SUM_OUT);
flipsign flipB(SW[3:0], B_FLIPPED);
sevensegment inst_ASIGN(4'b0, 1'b1, 1'b0, ~SW[7], HEX5);
sevensegment inst_A(A, 1'b0, 1'b0, 1'b0, HEX4);
sevensegment inst_BSIGN(4'b0, 1'b1, 1'b0, ~SW[3], HEX3);
sevensegment inst_B(B, 1'b0, 1'b0, 1'b0, HEX2);
sevensegment inst_SUMSIGN(4'b0, SUMSIGN & ~OVERFLOW[0], 1'b0, ~SUMSIGN & ~OVERFLOW[0], HEX1);  
sevensegment inst_SUM((SUM_OUT & ~OVERFLOW) | (4'hF & OVERFLOW) , 1'b0, 1'b0, 1'b0, HEX0);  
always @ (KEY[0]) 
	begin
		if(KEY[0])
			B_REG = SW[3:0];
		else
			B_REG = B_FLIPPED;
	end
assign B_FINAL = B_REG;
endmodule
module twoscompval(
    input [3:0] TWOSCOMP,
    output reg [3:0] SBINARY
);
always @ (TWOSCOMP[3:0])
    begin
        if(TWOSCOMP[3])
            begin
                SBINARY = ~TWOSCOMP + 1'b1;
            end
        else 
            SBINARY = TWOSCOMP;
    end
endmodule
module sevensegment(
    input       [3:0]   NUM,
    input               NEGATIVE,
    input               DECIMAL,
    input               DISABLE,
	output		     [7:0]		SEVENSEG_OUT
);
reg [7:0] OUTPUT;
always @ (NUM[3:0], NEGATIVE, DECIMAL, DISABLE)
    begin
        if(DISABLE)
            OUTPUT[7:0] = 8'b11111111;
        else 
        begin
            OUTPUT[7] = ~DECIMAL;
            if(NEGATIVE)
                OUTPUT[6:0] = 7'b0111111;
            else
                case(NUM[3:0])
                    8'h0:
                        OUTPUT[6:0] = 7'b1000000;
                    8'h1: 
                        OUTPUT[6:0] = 7'b1111001;
                    8'h2:
                        OUTPUT[6:0] = 7'b0100100;
                    8'h3:
                        OUTPUT[6:0] = 7'b0110000;
                    8'h4:
                        OUTPUT[6:0] = 7'b0011001;
                    8'h5:
                        OUTPUT[6:0] = 7'b0010010;
                    8'h6:
                        OUTPUT[6:0] = 7'b0000010;
                    8'h7:
                        OUTPUT[6:0] = 7'b1111000;
                    8'h8:
                        OUTPUT[6:0] = 7'b0000000;
                    8'h9:
                        OUTPUT[6:0] = 7'b0011000;
                    8'ha:
                        OUTPUT[6:0] = 7'b0001000;
                    8'hb:
                        OUTPUT[6:0] = 7'b0000011;
                    8'hc:
                        OUTPUT[6:0] = 7'b1000110;
                    8'hd:
                        OUTPUT[6:0] = 7'b0100001;
                    8'he:
                        OUTPUT[6:0] = 7'b0000110;
                    8'hf:
                        OUTPUT[6:0] = 7'b0001110;
                    default: OUTPUT[6:0] = 7'b0100111;  
                endcase
        end
    end
    assign SEVENSEG_OUT = OUTPUT;
endmodule
```
`design/flow/run.sh`:
```
#!/bin/bash
# OpenROAD 26Q1-2900-gdf79404cd8, Yosys 0.63+post, stock flow scripts
make -C /OpenROAD-flow-scripts/flow DESIGN_CONFIG=/design/flow/config.mk WORK_HOME=/design/flow/orfs finish
```
==> summary.txt <==
run metrics: result of the run completed, Vias/cell 5.16, Power per Cell Area 104 nW/µm², slack of the critical path 133 ps, MUX area fraction 2.69%, initial standard-cell utilization of the core 30.5%, count of unresolved DRC violations after routing 0, most frequently placed logic cell in the final layout sky130_fd_sc_hd__clkdlybuf4s50_1, max-capacitance violation count 0, worst setup timing slack at the placement stage 59.2 ps, Cell Chain, Critical Path clkdlybuf4s50_1 > inv_1 > ha_4 > mux2i_2 > fa_1 > inv_2 > fa_2 > or2_2 > o221a_2 > o221ai_1 > nor2_2 > buf_4 > nor2b_2 > a211oi_1 > o31ai_1 > clkdlybuf4s50_1, aoi share 27.4%, area grow syn2layout 29.1%, xor and xnor fraction of the mapped netlist area 6.63%, total global routing track utilization 11.5%, Vias 2856, count of filler cells inserted in the layout 911, Peak VDD IR 0.0443 mV, biggest fanout along the worst timing path 4, post-synthesis sequential element count 13, IO Pins 73, post-synthesis chip area from yosys 2700 µm², routed wirelength normalized by instance count 14.6 µm, static leakage 0.00152 µW, number of failing hold endpoints at the final stage 0, number of endpoints failing setup at the final stage 0, vias in the first global route 2543, maximum single-stage delay on the critical path 520 ps, overall die height 116 µm, global-route wire length before repair 12900 µm, Max Fclk 0.160 GHz, WL final 8060 µm, fraction of final layout cells sized beyond drive strength 1 9.87%, number of enable-type register cells in the synthesized netlist 0, yosys stat cell total 392, most numerous logic cells after layout sky130_fd_sc_hd__clkdlybuf4s50_1, sky130_fd_sc_hd__nand2_1, sky130_fd_sc_hd__ha_1, register pins left without a clock 13, Detailed Routing Iterations Pass 1 4, Distinct cells, synth 64, critical path data arrival time 4990 ps, average footprint of a synthesized cell 6.89 µm², Final Core Density 39.4%, Yosys warning count 31, cell at the slowest stage of the critical path sky130_fd_sc_hd__clkdlybuf4s50_1, tool warning count 63, full die area 13500 µm², Gate Count Post-Synth 392, overflow left after global routing 0, Top cell area share 18.5%, worst slew margin relative to its limit 47.4%, area of the core 8850 µm², Die X-Extent 116 µm, post-layout min period 6270 ps, share of async-settable or async-resettable flops after synthesis 0%, type of the worst setup path in2out, Min-Delay Startpoint SW[3], DRC marker count from the first detailed-route iteration 151, transition time at the pin with the least slew margin 786 ps, main area contributors sky130_fd_sc_hd__ha_1, sky130_fd_sc_hd__dlxtn_1, sky130_fd_sc_hd__nand2_1, Combinational Area 2210 µm², placement row count 34, most used flip-flop cell after synthesis sky130_fd_sc_hd__dlxtn_1, register area 195 µm², number of unconstrained endpoints 13, number of max-slew violations in the final report 0, Data required, critical path 5120 ps, top cell family by delay on the critical path buffers and inverters, most frequent cell on the critical path sky130_fd_sc_hd__clkdlybuf4s50_1, Hold Path Cell Cnt 4, startpoint class of the critical path input pin, main logic family after synthesis AND-OR/OR-AND gates, type of the tightest min-delay check in2out, n_diodes 0, maximum number of pins on one net before global-route repair 26, Buffers & Inverters on Critical Path 5, cell type with the largest total area sky130_fd_sc_hd__ha_1, number of buffer cells added on primary ports 66, nature of the critical path endpoint primary output, final critical-path share of the clock period 97.9%, Mapped Area 2700 µm², estimated wirelength of the detail-placed design 6510 µm, post-synthesis adder-cell area fraction 20.0%, destination of the worst hold path HEX3[6], final weighted congestion in routability-driven placement 0.938, remaining antenna violation count 0, post-synthesis share of cell area spent on and, or, nand and nor gates 23.4%, unrepaired setup endpoints after global routing true, antenna violations before repair 0
==> routing by layer <==
layer / vias to the layer above / GRT usage (%) / part of all wire (%)
met3: 2 / 1.73 / 8.6
met5: - / 0 / 0
met4: 0 / 0.584 / 0.26
li1: 1459 / - / -
met1: 1298 / 17.4 / 48
met2: 97 / 17.8 / 44
==> cells by family (layout without fill, tap and decap cells) <==
logic type / after synthesis / in the layout
latches: 13 / 13
XOR/XNOR: 18 / 18
AND-OR/OR-AND: 112 / 112
buffers and inverters: 66 / 117
other: 1 / 4
AND/OR/NAND/NOR: 133 / 133
adder cells (fa/ha/maj): 42 / 42
multiplexers: 7 / 7
==> final cells by class <==
type	instances	area share [%]
inverters	27	2.91
flip-flops and latches	13	5.60
repair buffers	90	24.2
multi-input cells	316	63.4
well taps	108	3.88
==> sequential cells by signal (all words and copies together), names as in the netlist <==
| register | cells |
|---|---|
| block_3.INPUT_0 | 4 |
| block_3.INPUT_1 | 4 |
| block_3.EQUAL_TO | 1 |
| block_3.GREATER_THAN | 1 |
| block_3.LESS_THAN | 1 |
| block_3.S_0 | 1 |
| block_3.S_1 | 1 |
==> per-stage QoR <==
| stage | hold slack (ps) | setup TNS (ps) | power [µW] | area, µm² | instances |
|---|---|---|---|---|---|
| after floorplan | 2580 | 0 | 224 | 2710 | 395 |
| after global placement | 3690 | 0 | 348 | 3440 | 552 |
| after detailed placement | 3700 | 0 | 351 | 3440 | 552 |
| after CTS | 3710 | 0 | 353 | 3440 | 552 |
| after global routing | 3770 | -29.5 | 402 | 3480 | 554 |
| final | 3690 | 0 | 361 | 3480 | 554 |
==> synthesized netlist by cell type, types with 6 or more instances <==
cell and n:
sky130_fd_sc_hd__a211oi_1 9, sky130_fd_sc_hd__a21oi_1 26, sky130_fd_sc_hd__buf_4 21, sky130_fd_sc_hd__clkbuf_1 12
sky130_fd_sc_hd__dlxtn_1 13, sky130_fd_sc_hd__ha_1 40, sky130_fd_sc_hd__inv_1 24, sky130_fd_sc_hd__nand2_1 45
sky130_fd_sc_hd__nand2b_1 9, sky130_fd_sc_hd__nand3_1 9, sky130_fd_sc_hd__nor2_1 34, sky130_fd_sc_hd__nor3_1 6
sky130_fd_sc_hd__o21ai_0 32, sky130_fd_sc_hd__xnor2_1 14
==> worst min-delay path, delay by kind of cell <==
family	cells	cell delay, ps
buf+inv	3	1070
simple gates	1	60
==> repair_timing <==
action	4_1_cts	5_1_grt
endpoints found under the setup margin	0	7
resized	0	9
hold buffers	0	0
buffers inserted	0	2
==> power by group <==
group	internal [µW]	switching, µW	total, µW
combinational	176	170	346
sequential	9.10	5.56	14.7
clock	0	0	0
total	185	176	361
==> worst max-delay path by stage <==
stage | from | to | cells after the start
6_report | SW[0] | HEX0[0] | 16
5_1_grt | SW[0] | HEX0[0] | 16
4_1_cts | SW[0] | HEX0[5] | 15
No activity file was given, so power comes from the tool's default toggle rates.
